**flow/run.sh**
```bash
#!/bin/bash
# OpenROAD 26Q1-2900-gdf79404cd8, Yosys 0.63+post, stock flow scripts
make -C /OpenROAD-flow-scripts/flow DESIGN_CONFIG=/design/flow/config.mk WORK_HOME=/design/flow/orfs finish
```
**flow/design.v**
```verilog
module TIMER(input logic clk,
             input logic [10:0] reset_time,
             output logic rst_timer,
             output logic [10:0] time_out);
   logic [10:0] MIN_sig = -1;
   always_ff @(posedge clk)
		begin
			if (clk) 
				begin
					MIN_sig = MIN_sig + 1;
					if(reset_time === MIN_sig) begin
						MIN_sig <= 0;
						rst_timer <= 1;	 
						$strobe("[%2d:%2d] date changed",MIN_sig/60,MIN_sig%60);
					end
					else if(MIN_sig === 359)rst_timer <= 0;
				end
		end
   assign time_out = MIN_sig;
endmodule
```
**flow/config.mk**
```make
export PLATFORM = sky130hd
export DESIGN_NAME = TIMER
export DESIGN_NICKNAME = TIMER
export VERILOG_FILES = /design/flow/design.v
export SDC_FILE = /design/flow/constraint.sdc
export NUM_CORES = 4
export LEC_CHECK = 1
export CORE_AREA = 10 10 84 84
export DIE_AREA = 0 0 94 94
```
**flow/constraint.sdc**
```tcl
current_design TIMER

set clk_period 4.1
set clk_io_pct 0.2

create_clock -name clk0 -period $clk_period [get_ports {clk}]

set non_clock_inputs [all_inputs -no_clocks]
set_input_delay [expr $clk_period * $clk_io_pct] -clock clk0 $non_clock_inputs
set_output_delay [expr $clk_period * $clk_io_pct] -clock clk0 [all_outputs]
```
==> results_dict.tcl <==
# collected from the flow reports
set metrics [dict create \
    drt_wl_total_um 2010 \
    setup_slack_ns 1.76 \
    pre_cts_ws_ns 1.49 \
    chipArea_mm2 0.00884 \
    worst-setup-path-type "in2reg" \
    final_antenna_net_count 0 \
    tightest_slew_ns 0.332 \
    cts_resized 0 \
    synth_cells 73 \
    min_to "rst_timer" \
    finalClockSkew_ns 0.00124 \
    drcViolationCount 0 \
    place_area_mm2 0.00103 \
    pin_count 24 \
    grt_usage 0.0462 \
    dpl.hpwl_um 1670 \
    final_util 0.208 \
    final-max-slew-violation-count 0 \
    clk_pin_slew_ns 0.05 \
    grt_pass1_wl_um 3190 \
    layout-area-overhead-vs-synth_pct 51.8 \
    viasPerCell 3.51 \
    crit_path_start_kind "primary input" \
    grt_util_met3 0.0283 \
    hold_path_class "reg2reg" \
    xor_area_frac 0.267 \
    mux_area_frac 0 \
    period_used_share 0.570 \
    finalHoldViolCount 0 \
    mostFrequentLayoutCell "clkdlybuf4s50_1" \
    power_mw 0.627 \
    regToRegEndpoint "MIN_sig[5]" \
    aoi_share 0.0719 \
    fa_ha_area_frac 0.0351 \
    hold-worst-slack_ns 0.466 \
    synthArstFlopShare 0 \
    antenna_found_initial 0 \
    timing.rr.start "MIN_sig[0]" \
    cp-end-kind "flop" \
    edf_count 0 \
    wl_per_cell_um 11.8 \
    cts.sinks 12 \
    ys_cells 73 \
    drt_iter0_drc 31 \
    grt_setup_unrepaired "false" \
    stdcell_count 170 \
    fin_tns_setup_ns 0 \
    holdCritStartpoint "rst_timer" \
    drive_above_1_share 0.130 \
    die_h_um 94 \
    synth.top_cell.area_share 0.337 \
    clk_latency_ns 0.24 \
    r2r_cells 8 \
    lay_top_cells "clkdlybuf4s50_1, dfxtp_1, nor2_1" \
    area_leaders "dfxtp_1, xor2_1, xnor2_1" \
    io_buffer_count 23 \
    htree_levels 1 \
    ff_type "dfxtp_1" \
    grt_use_met2 0.0766 \
    rows 26 \
    simple_gate_share 0.268 \
    yosysUniqueCellTypes 28 \
    outcome "finished, final reports clean" \
    cts_hold_buf 0 \
    cap_violations 0 \
    power_leakage_nw 0.404 \
    final_area_mm2 0.00108 \
    place_inst 166 \
    place.gp.congestion 0.858 \
    die_w_um 94 \
    post-cts-setup-buffer-count 0 \
    synth_top_cell_by_area "dfxtp_1" \
    slew_headroom 0.777 \
    synth_flops 12 \
    whs_path_depth 1 \
    globalRouteMet1Util 0.0513 \
    cts_buffers 3 \
    cts-root-buf "clkbuf_8" \
    core-area_mm2 0.00520 \
    tool_warnings 26 \
    first_global_vias 645 \
    reg2reg_slack_ns 1.81 \
    avgSynthCellArea_um2 9.77 \
    fillerInstances 586 \
    combGateArea_um2 458 \
    seq_area_um2 240 \
    cts_tree "built" \
    yosysWarnings 2 \
    clk_path_buf_depth 2 \
    required_ns 4.22 \
    yosys-stat-area_um2 713 \
    grt-ovfl-total 0 \
    netlist_logic_family_top "simple AND/OR/NAND/NOR gates" \
    peakVddDrop_mv 0.213 \
    finalSetupViolCount 0 \
    max_freq_mhz 428 \
    syn_area_um2 713 \
    vias 596 \
    power_density_mw_per_mm2 579 \
    antenna_cells 0 \
    busiest_layer "met2" \
    arrival_ns 2.46 \
    grt_max_degree 13 \
    fp_util 0.137 \
    fin_crit_ns 2.34 \
    path_max_fanout 12 \
    ys_seq_frac 0.337 \
    drt_first_pass_iters 3 \
]
## cells by family (layout without fill, tap and decap cells)
family	count (synthesis)	after routing
AOI/OAI and AO/OA	6	6
xor gates and xnor gates	18	18
adders and majority gates	2	2
buffers and inverters	2	29
DFF	12	12
and+or+nand+nor	33	33
## synth_stat cells (all sizes together) (3+ instances only)
| cell type | n |
|---|---|
| nor2 | 11 |
| dfxtp | 12 |
| xor2 | 9 |
| nand3 | 3 |
| xnor2 | 7 |
| nand2 | 4 |
| and3 | 3 |
## worst max path at each step
| stage | startpoint | endpoint | slack, ns | cells past startpoint |
|---|---|---|---|---|
| CTS | reset_time[0] | MIN_sig[5] | 1.74 | 7 |
| global route | MIN_sig[0] | MIN_sig[6] | 1.63 | 8 |
| finish | reset_time[0] | MIN_sig[5] | 1.76 | 7 |
## routing by layer
layer  up-vias  wire, um
li1        311         -
met1       268       793
met2        15       970
met3         2       230
met4         0        13
met5         -         0
## worst max-delay path, stage by stage
cell             delay [ns]
clkdlybuf4s50_1        0.47
xor2_1                 0.15
o2111ai_1              0.11
or4_1                  0.48
nor4_2                 0.14
buf_4                  0.22
nor2_1                 0.06
## final cells by class
type | instances | share of cell area
multi-input combinational | 59 | 0.423
sequential | 12 | 0.222
timing repair buffer | 24 | 0.220
tap | 70 | 0.0809
clock buffer | 4 | 0.0509
inverter | 1 | 0.00347
## registers in the layout, summed over array words and instances, names as in the netlist
register	count
MIN_sig	11
rst_timer	1
## report_power, final
group / switching, mW / internal [mW]
Clock: 0.0418 / 0.0847
Combinational: 0.110 / 0.180
Sequential: 0.0540 / 0.156
Total: 0.205 / 0.421
